[design/flow/run.sh]
#!/bin/bash
# OpenROAD 26Q1-2900-gdf79404cd8, Yosys 0.63+post, stock flow scripts
make -C /OpenROAD-flow-scripts/flow DESIGN_CONFIG=/design/flow/config.mk WORK_HOME=/design/flow/orfs finish
[design/flow/constraint.sdc]
current_design drawline

set clk_period 10.8
set clk_io_pct 0.2

create_clock -name clk0 -period $clk_period [get_ports {clk}]

set non_clock_inputs [all_inputs -no_clocks]
set_input_delay [expr $clk_period * $clk_io_pct] -clock clk0 $non_clock_inputs
set_output_delay [expr $clk_period * $clk_io_pct] -clock clk0 [all_outputs]
[design/flow/config.mk]
export PLATFORM = sky130hd
export DESIGN_NAME = drawline
export DESIGN_NICKNAME = drawline
export VERILOG_FILES = /design/flow/design.v
export SDC_FILE = /design/flow/constraint.sdc
export NUM_CORES = 4
export LEC_CHECK = 1
export CORE_UTILIZATION = 30
[design/flow/design.v]
module drawline(
        input logic clk, input logic rst_n,
        input logic [2:0] colour,
        input logic [8:0] x0, input logic [7:0] y0,
        input logic [8:0] x1, input logic [7:0] y1,
        input logic start, output logic done,
        output logic [8:0] vga_x, output logic [7:0] vga_y,
        output logic [2:0] vga_colour, output logic vga_plot
    );
	logic signed [9:0] dx;
	logic signed [9:0] dy;
	logic signed [1:0] sx;
	logic signed [1:0] sy;
	logic signed [9:0] err;
	logic signed [10:0] e2;
	logic init;
	logic first;
	assign dx = (x1 > x0) ? x1 - x0 : x0 - x1;
	assign dy = (y1 > y0) ? y0 - y1 : y1 - y0;
	assign sx = (x0 < x1) ? 2'sd1 : 2'sd0 - 2'sd1;
	assign sy = (y0 < y1) ? 2'sd1 : 2'sd0 - 2'sd1;
	enum {RESET, COMPUTE, DONE} nextState, currState;
	assign vga_colour = colour;
	logic [7:0] curr_x;
	logic [7:0] curr_y;
	always @(posedge clk) begin
		if (rst_n == 1'd0) begin
			done <= 1'd0;
			curr_x <= 1'd0;
			curr_y <= 1'd0;
			init <= 1'd1;
			err <= 2'd0;
			vga_plot <= 1'd0;
		end 
		else if (start == 1'd1) begin
			if (init == 1'd1) begin
				init <= 1'd0;
				curr_x <= x0;
				curr_y <= y0;
				err <= dx + dy;
				first <= 1'd0;
			end else begin
				if (first == 1'd1) begin
					first <= 1'd0;
					done <= 1'd1;
				end
				else if (curr_x < 10'sd320 && curr_x >= 9'sd0 && curr_y < 10'sd240 && curr_y >= 9'sd0 && done == 1'd0) begin
					vga_plot <= 1'd1;
					vga_x <= curr_x;
					vga_y <= curr_y;
				end
				if (curr_x == {1'sd0, x1} && curr_y == {1'sd0, y1} && done == 1'd0) begin
					first <= 1'd1;
				end else begin
					if (2 * err >= dy && 2* err <= dx) begin
						err <= err + dx + dy;
						if (sx < 0) begin 
							curr_x <= curr_x - 1;
						end else begin
							curr_x <= curr_x + 1;
						end
						if (sy < 0) begin
							curr_y <= curr_y - 1;
						end else begin
							curr_y <= curr_y + 1;
						end
					end else if (2 * err >= dy) begin
						err <= err + dy;
						if (sx < 0) begin 
							curr_x <= curr_x - 1;
						end else begin
							curr_x <= curr_x + 1;
						end
					end else if (2 * err <= dx) begin
						err <= err + dx;
						if (sy < 0) begin
							curr_y <= curr_y - 1;
						end else begin
							curr_y <= curr_y + 1;
						end
					end
				end
			end
		end else begin
			done <= 1'd0;
			curr_x <= x0;
			curr_y <= y0;
			err <= dx + dy;
			init = 1'd1;
			vga_plot <= 1'd0;
		end
	end
endmodule
==> metrics.cfg <==
[job]
warnings = 45
maxCapViolCount = 0

[final_timing]
fin_hold_ws_ps = 457
setup_tns_ps = 0
relSlewSlack_pct = 48.5
finalSetupViolCount = 0
report.final.slew_viol_count = 0
max_freq_mhz = 129
period_used_pct = 71.5
fin_crit_ps = 7730
clock_skew_ps = 7.41
rsz0062_at_grt = false
worst_pin_slew_ps = 772
hold_viol = 0

[synthesis]
synth_seq_share_pct = 17.6
ys_cells = 728
netlist_instances = 728
synth-edff-count = 17
flop_cell = dfxtp_1
syn_area_um2 = 6190
yosysWarnings = 1
ys_types = 70
syn_avg_cell_area_um2 = 8.50
ys_ff = 46
ys_area_um2 = 6190
synthArstFlopShare_pct = 0

[global_routing]
grt.total_usage_pct = 15.4
grt_max_degree = 29
grt_overflow = 0
antenna_found_initial = 0
grt_pass1_wl_um = 25700
grt_pass1_vias = 4896

[power_and_ir_drop]
p_clk_share_pct = 9.8
power.density_nw_per_um2 = 233
p_sw_share_pct = 48.8
ir_worst_vdd_uv = 113
p_sw_uw = 805
power_leakage_nw = 3.23
p_int_uw = 844
power_frac_comb_pct = 75.7
pwr-share-seq_pct = 14.4
power_mw = 1.65

[setup_path]
r2r_setup_slack_ps = 7170
reg2regPathDepth = 16
max_stage_delay_ps = 610
crit_top_cell = a21oi_1
required_ps = 10990
setup.worst_path.end = err[8]$_SDFFE_PN0P_
cp_cell_sequence = clkdlybuf4s50_1 > inv_1 > ha_1 > and4_1 > a21oi_1 > a21boi_1 > o21ai_2 > mux2i_1 > a221o_1 > xor2_1 > ha_1 > o21ai_0 > o21bai_1 > a21oi_1 > o21ai_0 > xor2_1 > ha_1 > or4_1 > o21ai_0 > a21oi_1 > xor2_1 > a21oi_1 > a211oi_1 > o221a_2
r2r-end = err[8]$_SDFFE_PN0P_
r2r_start = err[0]$_SDFFE_PN0P_
end_kind = register
crit_start = x0[3]
worstPathMaxFanout = 13
cp-start-kind = primary input
criticalPathCategory = primary input to register
cp.arrival_ps = 7920
crit_path_top_delay_cell = o21ai_2

[clock_tree]
cts.repair.resized = 0
cts_buffer_depth = 2
cts_tree = yes
clock-sinks = 46
holdBufCountCts = 0
root_buffer = clkbuf_16
h-tree-depth = 2
clock_latency_ps = 290
cts_buffers = 5
postCtsSetupBuffers = 0
clk_pin_slew_ps = 70

[floorplan]
core_area_um2 = 20200
fp_util_pct = 30.6
rows = 52
chipArea_um2 = 21200
die-height_um = 146
die_w_um = 146
ios = 62

[route]
wl_um = 15800
drt_iter0_markers = 258
firstDrtPassIters = 5
n_antenna_cell = 0
viasPerCell = 5.03
drc_errors = 0
top_layer_used = met4
ant_nets = 0
vias = 5227
wl_met1_um = 8130
wire_per_inst_um = 15.2
wl_met3_um = 621
route.met2.wl_um = 6900

[status]
outcome = finished clean

[place]
hpwl_um = 12700
io_buffers = 54
gp_congestion = 0.916

[min_path]
hold_class = register to register

[layout]
final_core_util_pct = 35.0
area_delta_synth_final_pct = 14.5
drive_above_1_share_pct = 5.06

## cells in the final DEF (no fill, tap or decap), drive strengths merged, types with 6 or more instances in the layout
cell type	netlist	routed
nand4	9	9
nand2	51	51
a21oi	67	67
o21ai	37	37
inv	72	72
o211ai	8	8
edfxtp	17	17
nor2	37	37
and3	7	7
ha	104	104
xor2	25	25
clkdlybuf4s50	0	54
nand2b	7	7
dfxtp	29	29
mux2i	21	21
a211oi	10	10
nor3	13	13
nand3	9	9
mux2	6	6
nor2b	15	15
a21o	23	23
fa	10	10
xnor2	53	53
## flip-flops by register name, summed over array words and instances (netlist names), 8 cells and up
register and flops:
err 10, curr_x 8, curr_y 8, vga_x 8, vga_y 8
## metal layers
| metal | up-vias | global-route usage [%] |
|---|---|---|
| li1 | 2690 | - |
| met1 | 2411 | 24.4 |
| met2 | 113 | 23.7 |
| met3 | 13 | 1.63 |
| met4 | 0 | 1.26 |
| met5 | - | 0 |
## cell usage after synthesis (3+ instances only)
| cell type | number | share of area, % |
|---|---|---|
| a211o_1 | 5 | 0.71 |
| a211oi_1 | 10 | 1.2 |
| a21o_1 | 23 | 2.8 |
| a21oi_1 | 64 | 5.2 |
| a221o_1 | 3 | 0.49 |
| a221oi_1 | 5 | 0.71 |
| a22o_1 | 3 | 0.42 |
| and2_1 | 4 | 0.40 |
| and3_1 | 7 | 0.71 |
| buf_4 | 8 | 0.97 |
| buf_6 | 6 | 1.1 |
| clkbuf_1 | 9 | 0.55 |
| dfxtp_1 | 29 | 9.4 |
| edfxtp_1 | 17 | 8.3 |
| fa_1 | 10 | 3.2 |
| ha_1 | 104 | 21 |
| inv_1 | 72 | 4.4 |
| mux2_2 | 5 | 0.91 |
| mux2i_1 | 21 | 3.4 |
| nand2_1 | 49 | 3.0 |
| nand2b_1 | 7 | 0.71 |
| nand3_1 | 9 | 0.73 |
| nand4_1 | 8 | 0.81 |
| nor2_1 | 37 | 2.2 |
| nor2b_1 | 15 | 1.5 |
| nor3_1 | 12 | 0.97 |
| o211ai_1 | 8 | 0.97 |
| o21ai_0 | 31 | 2.5 |
| o21ai_1 | 3 | 0.24 |
| o21ai_2 | 3 | 0.42 |
| o21bai_1 | 5 | 0.61 |
| o22ai_1 | 3 | 0.30 |
| o31ai_1 | 4 | 0.49 |
| or3_1 | 3 | 0.30 |
| xnor2_1 | 53 | 7.5 |
| xor2_1 | 25 | 3.5 |
## final cells by class
type,instances,area (um2)
repair buffers,59,578
clock buffers,5,125
clock inverters,3,21.3
fillers,2093,13200
well taps,270,338
multi-input cells,585,4660
flip-flops and latches,46,1090
inverters,72,270
## critical path: cells and delay by family
family                   cells  cell delay, ps
adder cells (fa/ha/maj)      3             950
AND-OR/OR-AND               13            2500
multiplexers                 1             160
buffers and inverters        2             570
AND/OR/NAND/NOR              2             780
XOR/XNOR                     3             790
## cell families after synthesis
logic type	count (synthesis)	share of synthesized area, %
compound gates	201	22.1
xor+xnor	78	11.0
fa+ha+maj	114	24.3
buf+inv	97	7.14
flops	46	17.6
mux	27	4.55
other cells	1	0.0606
simple gates	164	13.1
## power groups by stage
stage	Sequential, mW	Combinational [mW]	Clock (mW)
5_1_grt	0.243	1.41	0.173
4_1_cts	0.239	1.25	0.167
6_report	0.238	1.25	0.162
## worst min-delay path by stage
stage                            startpoint               endpoint  cells past startpoint
final                 vga_plot$_SDFFE_PN0P_  vga_plot$_SDFFE_PN0P_                      1
after global routing  vga_plot$_SDFFE_PN0P_  vga_plot$_SDFFE_PN0P_                      1
after CTS             vga_plot$_SDFFE_PN0P_  vga_plot$_SDFFE_PN0P_                      1
## metrics by stage
| stage | std cells | worst slack, ps | instance area [um2] |
|---|---|---|---|
| floorplan | 728 | 4150 | 6190 |
| global placement | 1032 | 2930 | 6940 |
| detailed placement | 1032 | 2870 | 6940 |
| CTS | 1040 | 3160 | 7080 |
| global route | 1040 | 2810 | 7080 |
| finish | 1040 | 3070 | 7080 |
Power and IR drop assume default switching activity.
